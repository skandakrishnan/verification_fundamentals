<file path="design/flow/constraint.sdc">
current_design add

set clk_period 1.9
set clk_io_pct 0.2

create_clock -name clk0 -period $clk_period

set non_clock_inputs [all_inputs -no_clocks]
set_input_delay [expr $clk_period * $clk_io_pct] -clock clk0 $non_clock_inputs
set_output_delay [expr $clk_period * $clk_io_pct] -clock clk0 [all_outputs]
</file>
<file path="design/flow/run.sh">
#!/bin/bash
# OpenROAD 26Q1-2900-gdf79404cd8, Yosys 0.63+post, stock flow scripts
make -C /OpenROAD-flow-scripts/flow DESIGN_CONFIG=/design/flow/config.mk WORK_HOME=/design/flow/orfs finish
</file>
<file path="design/flow/config.mk">
export PLATFORM = sky130hd
export DESIGN_NAME = add
export DESIGN_NICKNAME = add
export VERILOG_FILES = /design/flow/design.v
export SDC_FILE = /design/flow/constraint.sdc
export NUM_CORES = 4
export LEC_CHECK = 1
export CORE_AREA = 10 10 70 70
export DIE_AREA = 0 0 80 80
export SYNTH_HDL_FRONTEND = slang
</file>
<file path="design/flow/design.v">
module add(
  input [3:0] a,b,
  output [4:0] sum
);
  assign sum = a+b;
endmodule
</file>
==> run_results.csv <==
group,metric,value,unit
status,outcome,"completed",
detailed_routing,drtAntennaViolNets,0,
synth,ys_sh_aoi,15.6,%
synth,ys_cells,16,
detailed_routing,route.vias.total,156,
placed_design,place_area,324,sq um
critical_path,criticalPathCategory,"in2out",
cts,postCtsSetupBuffers,0,
global_routing,grt_pass1_vias,165,
run,drv_cap,0,
detailed_routing,routed_wl,546,um
final_layout,syn2layout_area_growth,152,%
final_timing,slew_headroom,90.2,%
global_routing,grt_usage,1.57,%
detailed_routing,drt_iter0_drc,0,
final_layout,flop-count,0,
final_timing,fin_crit,1.84,ns
power,totalPowerFinal,0.0000760,W
final_layout,drive_above_1_share,44.8,%
synth,yosys-top-cells-count,"4 x ha_1, 4 x inv_1, 2 x xnor2_1",
final_timing,finalWorstSetupSlack,0.0603,ns
final_timing,finalCritPeriodShare,96.8,%
synth,yosysTopAreaCellShare,36.7,%
final_timing,tightest_slew,0.146,ns
detailed_routing,dr.pass1.iters,1,
final_layout,final_util,10.1,%
power,powerDensity,221,nW/um^2
run,warnings,32,
detailed_routing,detail_route.vias_per_cell,2.08,
global_routing,grt_pass1_wl,814,um
power,p_leak,0.138,nW
final_timing,rsz0062_at_grt,"no",
final_timing,setup_viol,0,
final_layout,design_area,344,sq um
floorplan,fp_util,3.99,%
detailed_routing,n_antenna_cell,0,
synth,syn_area,136,sq um
floorplan,num_rows,21,
global_routing,grt-ovfl-total,0,
global_routing,grt_max_degree,4,
critical_path,cp_max_fo,2,
critical_path,crit_slowest_cell,"fa_2",
synth,fa_ha_area_share,51.4,%
floorplan,fp.dieW,80,um
final_timing,max_clock_freq,544,MHz
synth,ys_top_cells_by_area,"ha_1 37%, fa_1 15%, xnor2_1 13%, inv_1 11%, a21oi_2 6.4%",
synth,ys_warn_count,0,
synth,synthDistinctLibCells,9,
final_timing,finalMaxSlewViolations,0,
synth,ys_area,136,sq um
detailed_routing,drc,0,
floorplan,ios,13,
critical_path,path_cells,"buf_4, ha_4, inv_2, fa_2, inv_1, dlygate4sd2_1",
critical_path,critPathMaxStageDelay,0.54,ns
synth,top_area_cell,"ha_1",
final_timing,tns,0,ns
final_layout,nClkBuffers,0,
floorplan,die_area,6400,sq um
critical_path,critPathTopFamily,"adder cells",
floorplan,die_height,80,um
placed_design,preCtsSetupSlack,-0.780,ns
detailed_routing,wire_per_inst,7.28,um
min_path,hold_class,"in2out",
cts,holdBufCountCts,0,
synth,simple_gate_area_share,9.17,%
synth,syn_inst,16,
synth,synth_seq_share,0,%
synth,synth.mux.area_fraction,0,%
power,peakVddDrop,0.0000356,V
synth,xor_area_share,12.8,%
placed_design,portBuffers,13,
final_layout,n_fill_cell,402,
final_timing,hold_viol_final,0,
critical_path,worstSetupEndpointType,"output port",
critical_path,cp.arrival,1.46,ns
synth,synth.logic.top_family,"adder cells",
placed_design,dp_hpwl,482,um
final_layout,seqCellArea,0,sq um
critical_path,startpoint_type,"primary input",
critical_path,cp_data_required_time,1.52,ns
global_routing,grt_antenna_before_repair,0,
critical_path,crit_buf_inv,4,
placed_design,gp_congestion,0.771,
floorplan,coreArea,3420,sq um
synth,syn_avg_cell_area,8.52,sq um
==> worst min-delay path, stage by stage <==
cell and delay (ns):
dlygate4sd2_1 0.23, ha_4 0.14, o21ai_1 0.07, nand2b_1 0.06, clkbuf_2 0.08
==> cells in the final DEF, fill, tap and decap left out <==
cell type | Yosys | layout
inv_2 | 0 | 2
clkdlybuf4s50_1 | 0 | 3
buf_2 | 0 | 1
ha_4 | 0 | 3
buf_4 | 0 | 1
ha_1 | 4 | 1
clkbuf_2 | 0 | 2
a21oi_2 | 1 | 1
nand2b_1 | 1 | 1
buf_6 | 0 | 1
xnor2_1 | 2 | 2
inv_1 | 4 | 2
fa_2 | 0 | 1
o21ai_1 | 0 | 1
dlygate4sd2_1 | 0 | 5
nor2b_2 | 0 | 1
a21o_1 | 1 | 1
==> final timing paths <==
check	cells after the start	to	slack, ns	from
hold / removal	5	sum[4]	1.35	b[2]
setup / recovery	6	sum[1]	0.06	a[0]
==> stage by stage <==
stage | cells | hold WS [ns]
after floorplan | 16 | 0.832
after global placement | 75 | 1.81
after detailed placement | 75 | 1.80
after CTS | 75 | 1.40
after global routing | 75 | 1.39
final | 75 | 1.35
==> power by group <==
part	switching, W	internal [W]	total (W)	leakage (nW)
Clock	0	0	0	0
Sequential	0	0	0	0
Combinational	0.0000268	0.0000492	0.0000760	0.138
Total	0.0000268	0.0000492	0.0000760	0.138
==> cell type report <==
cell class                 instances  area [sq um]  share of cell area (%)
inverter                           4          15.0                    4.36
timing repair buffer              13           108                    31.3
tap                               46          57.6                    16.7
multi-input combinational         12           164                    47.6
==> metal layers <==
layer | global-route usage [%] | share of wire (%) | vias to the layer above
met1 | 2.05 | 45 | 68
met5 | 0 | 0 | -
li1 | - | - | 77
met3 | 1.36 | 24 | 0
met4 | 0 | 0 | 0
met2 | 2.01 | 31 | 11
==> kinds of logic (layout without fill, tap and decap cells) <==
logic type / Yosys count / in the layout
compound gates: 3 / 3
xor+xnor: 2 / 2
fa+ha+maj: 5 / 5
buf+inv: 4 / 17
simple gates: 2 / 2
==> timing repair <==
action / in CTS / in global routing
resized: 27 / 6
endpoints found under the setup margin: 5 / 1
hold endpoints to repair: 0 / 0
pin swaps: 6 / 3
No activity file was given, so power comes from the tool's default toggle rates.
